==> /design/flow/config.mk <==
export PLATFORM = sky130hd
export DESIGN_NAME = fifo
export DESIGN_NICKNAME = fifo
export VERILOG_FILES = /design/flow/design.v
export SDC_FILE = /design/flow/constraint.sdc
export NUM_CORES = 4
export LEC_CHECK = 1
export CORE_UTILIZATION = 50
==> /design/flow/design.v <==
`timescale 1ns / 1ps
module synchronous_5bit_counter (
  input clk, rst_n,
  input halt_counter,
  output  tog,
  output  [5:0] cnt  
);
  wire in3,in4,in5;
  wire q0, q0_bar, q1, q1_bar, q2, q2_bar,q3,q3_bar,q4,q4_bar;
reg k;
  JK_flipflop mod0(clk, rst_n,halt_counter, 1'b1, 1'b1, q0, q0_bar);
  JK_flipflop mod1(clk, rst_n,halt_counter, q0, q0, q1, q1_bar);
  JK_flipflop mod2(clk, rst_n,halt_counter, in3, in3, q2, q2_bar);
  JK_flipflop mod3(clk, rst_n,halt_counter, in4, in4, q3, q3_bar); 
  JK_flipflop mod4(clk, rst_n,halt_counter, in5, in5, q4, q4_bar); 
  always @(posedge clk) begin
    if(!rst_n) begin
      k <= 0;
    end
    else 
      if ({q4,q3,q2,q1,q0} == 5'b11111) begin
        k<=~k;            
    end
    else 
      k <=k;
  end
 assign tog = k;
 assign in3 = q0 & q1;
  assign in4 = (q0 & q1) & (q2);
  assign in5 = (q0 & q1) & (q2) & (q3);
  assign  cnt = {q4,q3,q2,q1,q0}; 
endmodule
module JK_flipflop (
  input clk, rst_n,
  input halt_jk,
  input j, k,
  output reg q,
  output q_bar
  );
  always@(posedge clk) begin 
    if(!rst_n) q <= 0;
    else if(halt_jk) begin
       q <= q;
       end
       else begin
      case({j, k})
        2'b00: q <= q;     
        2'b01: q <= 1'b0;  
        2'b10: q <= 1'b1;  
        2'b11: q <= ~q;    
      endcase
    end
  end
  assign q_bar = ~q;
endmodule
module fifo(w_clk,r_clk,reset_n,w_en,r_en,data_in,data_out,FULL,EMPTY);  
input [7:0] data_in;   
output reg [7:0] data_out;
input w_clk,r_clk,reset_n,w_en,r_en;  
output FULL,EMPTY;
reg [7:0] mem [0:31];
wire [4:0]w_addr,r_addr;  
 reg [4:0] addr_1; 
 wire tog_w,tog_r;   
 reg [7:0]temp_data_in;
 reg halt_w,halt_r;
 reg FULL_temp,FULL_temp2;
 reg FULL_temp3;
 reg test;
    always @(*) begin    
        if(((w_addr ) == (r_addr )) && (tog_w != tog_r)) begin  
            FULL_temp = 1'b1; 
        end
        else begin
            FULL_temp = 1'b0;
        end
    end
	always @(posedge w_clk) begin         
		if(!reset_n) begin
			FULL_temp2 <=1'b0;
  		end
		else begin
			FULL_temp2 <=FULL_temp; 
		end
	end
		always @(*) begin  
		FULL_temp3 = FULL_temp || FULL_temp2; 
		if(FULL_temp3) begin
  			halt_w = 1'b1;  
		end
		else
			halt_w = 1'b0;  
		end
  synchronous_5bit_counter counter0(w_clk, reset_n,halt_w,tog_w,w_addr); 
  synchronous_5bit_counter counter1(r_clk, reset_n,halt_r,tog_r,r_addr);
  assign FULL =    FULL_temp; 
  assign EMPTY =  (tog_w == tog_r) && (r_addr == w_addr);  
        always @(posedge w_clk) begin
            if(!reset_n) begin
            mem[0]  <= 8'b00000000;
            mem[1]  <= 8'b00000000;
            mem[2]  <= 8'b00000000;
            mem[3]  <= 8'b00000000;
            mem[4]  <= 8'b00000000;
            mem[5]  <= 8'b00000000;
            mem[6]  <= 8'b00000000;
            mem[7]  <= 8'b00000000;
            mem[8]  <= 8'b00000000;
            mem[9]  <= 8'b00000000;
            mem[10] <= 8'b00000000;
            mem[11] <= 8'b00000000;
            mem[12] <= 8'b00000000;
            mem[13] <= 8'b00000000;
            mem[14] <= 8'b00000000;
            mem[15] <= 8'b00000000;
            mem[16] <= 8'b00000000;
            mem[17] <= 8'b00000000;
            mem[18] <= 8'b00000000;
            mem[19] <= 8'b00000000;
            mem[20] <= 8'b00000000;
            mem[21] <= 8'b00000000;
            mem[22] <= 8'b00000000;
            mem[23] <= 8'b00000000;
            mem[24] <= 8'b00000000;
            mem[25] <= 8'b00000000;
            mem[26] <= 8'b00000000;
            mem[27] <= 8'b00000000;
            mem[28] <= 8'b00000000;
            mem[29] <= 8'b00000000;
            mem[30] <= 8'b00000000;
            mem[31] <= 8'b00000000;
            halt_w <=1'b0;
            end    
            else if (w_en & !FULL_temp3) begin
                mem[w_addr] <= data_in;   
            end 
            else begin     
  		temp_data_in <=  8'b0;
            end
	end
        always @(posedge r_clk) begin  
            if (!reset_n) begin  
        	data_out <=8'b0;
        	halt_r <= 1'b0;
            end  
            else if (r_en & !EMPTY ) begin 
	    	data_out <= mem[r_addr];   
                halt_r <= 1'b0;
            end 
            else begin
            	halt_r <= 1'b1;
            	data_out <= 8'b0; 
            end
	end
endmodule
==> /design/flow/constraint.sdc <==
current_design fifo

set clk_period 6.7
set clk_io_pct 0.2

create_clock -name clk0 -period $clk_period [get_ports {r_clk}]
create_clock -name clk1 -period $clk_period [get_ports {w_clk}]

set non_clock_inputs [all_inputs -no_clocks]
set_input_delay [expr $clk_period * $clk_io_pct] -clock clk0 $non_clock_inputs
set_output_delay [expr $clk_period * $clk_io_pct] -clock clk0 [all_outputs]
==> /design/flow/run.sh <==
#!/bin/bash
# OpenROAD 26Q1-2900-gdf79404cd8, Yosys 0.63+post, stock flow scripts
make -C /OpenROAD-flow-scripts/flow DESIGN_CONFIG=/design/flow/config.mk WORK_HOME=/design/flow/orfs finish
==> reports/metrics.yaml <==
drive_above_1_share_pct: 17.1
critPathKind: "in -> reg"
p_seq_share_pct: 49.0
via_per_inst: 5.77
status: "complete, no violations"
r2r_end: "data_out[0]"
die_w_um: 159
top_cell_area_share_pct: 62.1
via_count: 7302
ys.flop_type: "edfxtp_1"
ctsResizeCount: 0
ys_cells: 899
ios: 23
diodes: 0
setup_viol: 0
syn-instance-count: 899
maxCapViolCount: 0
setup_ws_ns: 2.48
ys_types: 38
drc: 0
synth-edff-count: 256
swShare_pct: 22.2
fin_util_pct: 57.5
drtIter0Drc: 517
wl_um: 30400
cts_tree: "yes"
hold_end: "counter0.k"
clk_pin_slew_worst_paths_ns: 0.06
setup_tns_ns: 0
ys_warn_count: 7
syn_to_final_growth_pct: 12.8
core_sq_um: 24300
rrSetupSlack_ns: 3.74
rr_startpoint: "counter1.mod0.q"
ys_chip_area_sq_um: 12400
fin_hold_ws_ns: 0.532
dr.pass1.iters: 5
holdBufCountCts: 0
r2r_cells: 5
async_flop_share_pct: 0
fp_util_pct: 50.9
clock-sinks: 278
synthesis.area_sq_um: 12400
min_delay_path_depth: 2
cp.arrival_ns: 4.37
antenna_found_initial: 1
finalHoldViolations: 0
hold_class: "reg -> reg"
warning_count: 26
grt.total_usage_pct: 27.5
wl_per_cell_um: 24.0
cp-start-kind: "input port"
preCtsSetupSlack_ns: 1.95
cp-end-kind: "flop"
path_max_fanout: 63
synth_flops: 278
drtAntennaViolNets: 0
p_leak_uw: 0.00465
ir_drop_mv: 0.172
worst_pin_slew_ns: 1.08
synth.most_common_cell: "edfxtp_1"
cts_setup_buffers: 0
p_int_uw: 3190
gp_congestion: 0.942
dieArea_sq_um: 25400
port_buffers: 21
top_cells_by_count: "edfxtp_1, nor2_1, nand2_1, mux4_2, and2_1"
relSlewSlack_pct: 27.3
min-delay-start: "counter0.k"
p_clk_share_pct: 41.5
grt_first_pass_wirelength_um: 46100
power_density_nw_per_um2: 293
grt_max_degree: 64
topCellsByArea: "edfxtp_1, mux4_2, nor2_1, dfxtp_1, nand2_1"
cp.required_ns: 6.86
dp.final_hpwl_um: 20500
yosys.area.top_type: "edfxtp_1"
grt_setup_unrepaired: "false"
grt_pass1_vias: 7719
avgSynthCellArea_sq_um: 13.8
combPwrFrac_pct: 9.5
p_sw_uw: 912
fp-row-count: 57
fin_worst_skew_ns: 0.00882
ys_seq_share_pct: 65.6
final_max_slew_viol_count: 0
die_y_um: 159
grt_overflow: 0
state kept, by name (all words and copies together) (netlist names):
signal / flops
counter1.mod1.q: 1
counter1.mod3.q: 1
mem: 256
counter0.mod0.q: 1
data_out: 8
counter1.mod0.q: 1
counter0.mod4.q: 1
FULL_temp2: 1
halt_r: 1
counter1.mod2.q: 1
counter0.k: 1
counter1.k: 1
counter0.mod1.q: 1
counter0.mod3.q: 1
counter1.mod4.q: 1
counter0.mod2.q: 1
worst max-delay path by stage:
stage         slack (ns)    endpoint    start  cells after the start
finish              2.48  mem[25][7]  reset_n                      7
global route        2.15  mem[13][6]  reset_n                      7
CTS                 2.46  mem[10][7]  reset_n                      7
critical path: stages:
cell,delay [ns]
clkdlybuf4s50_1,0.46
buf_4,0.45
nand3b_1,0.25
nor3b_1,0.44
o31ai_4,0.12
buf_4,0.35
o21ai_0,0.93
cell type report:
class / instances / area (sq um)
well taps: 324 / 405
repair buffers: 59 / 495
clock buffers: 38 / 823
clock inverters: 17 / 215
multi-input cells: 549 / 3900
inverters: 1 / 3.75
flip-flops and latches: 278 / 8130
fillers: 1842 / 10300
layer usage:
metal | wire length, um | GRT usage (%) | vias up | share of wire (%)
li1 | - | - | 3329 | -
met1 | 11000 | 39.9 | 3482 | 36
met2 | 14100 | 39.5 | 439 | 46
met3 | 4590 | 17.4 | 46 | 15
met4 | 500 | 3.89 | 6 | 1.6
met5 | 162 | 3.22 | - | 0.53
cells in the final DEF (no fill, tap or decap), types with 6 or more instances in the layout:
master           synthesis  final
edfxtp_1               256    256
nor2_1                 228    228
nand2_1                 77     77
mux4_2                  64     64
and2_1                  44     44
buf_4                    3     38
a22oi_1                 32     32
clkbuf_16                0     32
o21ai_0                 30     30
clkdlybuf4s50_1          0     21
dfxtp_1                 22     20
xnor2_1                 12     12
a22o_1                   8      8
clkbuf_1                29      6
power groups by stage:
stage | combinational [uW] | sequential [uW] | clock [uW]
CTS | 388 | 2010 | 1720
global route | 414 | 2020 | 1800
finish | 390 | 2010 | 1700
cell families after synthesis:
| logic type | count (synthesis) | synth area share, % |
|---|---|---|
| AOI/OAI and AO/OA | 83 | 5.11 |
| xor gates and xnor gates | 14 | 0.990 |
| and+or+nand+nor | 388 | 13.7 |
| DFF | 278 | 65.6 |
| muxes | 64 | 11.6 |
| buffers and inverters | 72 | 2.90 |
metrics by stage:
stage,area [sq um],std cells,power (uW)
detailed placement,12900,1211,2430
finish,14000,1266,4100
floorplan,12400,899,2300
global route,14000,1266,4230
CTS,14000,1266,4120
global placement,12900,1211,2420
Power figures rest on the tool's default switching activity, not on a simulated workload.
